## /design/flow/run.sh

```bash
#!/bin/bash
# OpenROAD 26Q1-2900-gdf79404cd8, Yosys 0.63+post, stock flow scripts
make -C /OpenROAD-flow-scripts/flow DESIGN_CONFIG=/design/flow/config.mk WORK_HOME=/design/flow/orfs finish
```

## /design/flow/config.mk

```make
export PLATFORM = sky130hd
export DESIGN_NAME = gpr
export DESIGN_NICKNAME = gpr
export VERILOG_FILES = /design/flow/design.v
export SDC_FILE = /design/flow/constraint.sdc
export NUM_CORES = 4
export LEC_CHECK = 1
export CORE_UTILIZATION = 50
```

## /design/flow/constraint.sdc

```tcl
current_design gpr

set clk_period 7.4
set clk_io_pct 0.2

create_clock -name clk0 -period $clk_period [get_ports {clock}]

set non_clock_inputs [all_inputs -no_clocks]
set_input_delay [expr $clk_period * $clk_io_pct] -clock clk0 $non_clock_inputs
set_output_delay [expr $clk_period * $clk_io_pct] -clock clk0 [all_outputs]
```

## /design/flow/design.v

```verilog
module gpr(
    output [31:0] a,
    output [31:0] b,
    input clock,
    input reg_write,
    input [4:0] num_write,
    input [4:0] rs,
    input [4:0] rt,
    input [31:0] data_write);
    reg [31:0] gp_registers[31:0];
    always @(posedge clock)
        if(reg_write)
            if(num_write != 0)
                gp_registers[num_write] <= data_write;
    assign a = (rs == 0) ? 0 : gp_registers[rs];
    assign b = (rt == 0) ? 0 : gp_registers[rt];
endmodule
```

==> flow_metrics.rpt <==
FLOW METRICS REPORT
----------------------------------------------------
[Synth]
  Adder and majority cell fraction of the synthesized area ........................ 0%
  Fraction of synthesized area in multiplexers ........................ between 20 and 30%
  #FFs+latches synth ........................ 1024
  Post-synth tally of flip-flops with integrated enable ........................ 1024
  Top cells by area, synth ........................ sky130_fd_sc_hd__edfxtp_1 (64%), sky130_fd_sc_hd__mux4_2 (15%), sky130_fd_sc_hd__mux2i_1 (6.7%)
  Synth Cell Area ........................ roughly 48000 µm²
  Simple-gate share of the synthesized area ........................ under 10%
  Compound Share, Synth ........................ under 10%
  Parity-gate share of the synthesized area counting xor and xnor cells ........................ 0%
  Yosys synthesis warning count ........................ 1
  Tally of unique sky130hd cells used after synthesis ........................ 39
  Largest area contributor in the synthesized netlist ........................ sky130_fd_sc_hd__edfxtp_1
  Part of the Yosys area used for sequential elements ........................ 64.19%
  Mean post-synth cell area ........................ 18.68 µm²
  Dominant kind of combinational cell ........................ multiplexers
  Chip area line of the yosys report ........................ roughly 48000 µm²
  Top area contributor share ........................ between 60% and 70%
  Number of cells in Yosys stat ........................ 2564
  Proportion of synthesized flip-flops having asynchronous set or reset ........................ 0%
  Synthesized instance count ........................ approximately 2600
  Dominant Register Cell ........................ sky130_fd_sc_hd__edfxtp_1

[Timing]
  Post-route minimum period ........................ about 6400 ps
  Worst Slack Setup Final ........................ 955.8 ps
  Setup repair after global routing missed its margin ........................ no
  Number of endpoints failing setup at the final stage ........................ 0
  Final period utilization ........................ 87.08%
  Max transition margin ........................ 30.49%
  Final hold violation count ........................ 0
  Accumulated negative setup slack ........................ 0 ps
  Number of max-slew violations in the final report ........................ 0
  Highest clock frequency the design can meet ........................ 155.2 MHz
  Slew at the pin closest to its max-slew limit ........................ 1039 ps
  Final-layout worst hold slack ........................ between 1500 and 2000 ps

[Layout]
  Relative area change from synthesis to final layout ........................ 14.06%
  Largest register FFs ........................ between 1000 and 1500
  Fillers ........................ 6856
  Area occupied by registers ........................ 30750 µm²
  Post-route core utilization ........................ between 50% and 60%
  Register name with the most flops ........................ gp_registers
  Area taken by multi-input logic gates ........................ approximately 16000 µm²
  Proportion of layout cells with a drive suffix above 1 ........................ 27.07%
  Most frequent logic cells in the routed design ........................ sky130_fd_sc_hd__edfxtp_1 (1024), sky130_fd_sc_hd__mux2i_1 (320), sky130_fd_sc_hd__mux4_2 (316)
  Top Registers ........................ gp_registers (1024)
  Commonest non-fill, non-tap cell in the layout ........................ sky130_fd_sc_hd__edfxtp_1

[Worst hold path]
  Class of the worst hold path ........................ in2reg

[Setup path]
  Required time reported for the critical path endpoint ........................ around 5900 ps
  Arrival time of the worst setup path ........................ 4960 ps
  Kind of critical path ........................ in2out
  Critical Path Fanout Max ........................ 32
  Critical Path Sink Type ........................ output pin
  Kind of start point of the critical path ........................ input pin

[Power]
  Leakage component of the power ........................ ~18 nW
  IR Drop Worst-Case VDD ........................ between 0.15 and 0.2 mV
  Power per Cell Area ........................ about 240 nW/µm²

[Route]
  Count of vias placed by the detailed router ........................ 27920
  First drt pass iteration count ........................ 6
  Post-route antenna net violation count ........................ 0
  DRT iter0 DRCs ........................ 1837
  Drc violations ........................ 0
  Mean routed wirelength per cell ........................ 36.31 µm
  Detail-routed via count per cell ........................ 6.822
  Aggregate routed wire length ........................ approximately 150000 µm

[Outcome]
  Outcome ........................ finished clean

[Global routing]
  Number of antenna violations at the first check in global routing ........................ 3
  Largest net degree at the start of global routing ........................ a little under 80
  GR Util All Layers ........................ 34.84%
  Vias in the first global route ........................ between 30000 and 40000
  First-pass GRT wire length ........................ 213000 µm
  Total grt overflow ........................ 0

[Floorplanning]
  Horizontal die dimension ........................ between 300 and 400 µm
  Floorplan core area ........................ around 95000 µm²
  Die height ........................ 311.5 µm
  Chip area ........................ 97050 µm²
  Core Util at FP ........................ 50.42%
  # rows ........................ approximately 110
  Count of boundary I/O pins ........................ 113

[Clock network]
  Largest buffer count on any clock path ........................ 3
  TritonCTS clock tree ........................ built
  Clock sink count ........................ a little over 1000
  Worst-path clk slew ........................ 60 ps
  Number of buffers inserted to repair setup after CTS ........................ 0
  # H-tree levels ........................ 3
  TritonCTS Buffers ........................ between 100 and 150
  Clock Root Buffer ........................ sky130_fd_sc_hd__clkbuf_16
  PostCTS Resize Cnt ........................ 0
  Hold-fix buffers, CTS ........................ 0

[Place]
  Final weighted congestion in routability-driven placement ........................ around 0.90
  Setup Slack @ Placement ........................ 1155 ps
  I/O Buffers ........................ 112
  Detailed-placement wirelength estimate ........................ 83810 µm

[Job]
  Tool Warnings ........................ 26
  Number of max-capacitance violations reported ........................ 0

----------------------------------------------------
## cells in the mapped netlist (4+ instances only)
cell and instances:
sky130_fd_sc_hd__nand4_1 32, sky130_fd_sc_hd__clkbuf_1 98, sky130_fd_sc_hd__mux4_2 316, sky130_fd_sc_hd__mux2i_1 320
sky130_fd_sc_hd__nor2_1 36, sky130_fd_sc_hd__a311oi_1 32, sky130_fd_sc_hd__buf_2 50, sky130_fd_sc_hd__mux4_1 36
sky130_fd_sc_hd__a221oi_1 38, sky130_fd_sc_hd__nor2b_1 37, sky130_fd_sc_hd__o221ai_1 64, sky130_fd_sc_hd__nand2_1 85
sky130_fd_sc_hd__a211oi_1 53, sky130_fd_sc_hd__nand3b_1 6, sky130_fd_sc_hd__o21ai_0 50, sky130_fd_sc_hd__a21oi_1 32
sky130_fd_sc_hd__o21ai_1 4, sky130_fd_sc_hd__a22oi_1 64, sky130_fd_sc_hd__buf_4 53, sky130_fd_sc_hd__or3b_2 5
sky130_fd_sc_hd__a221oi_2 16, sky130_fd_sc_hd__o2111ai_1 10, sky130_fd_sc_hd__buf_6 12, sky130_fd_sc_hd__mux2_2 64
sky130_fd_sc_hd__a211oi_2 11, sky130_fd_sc_hd__edfxtp_1 1024
## final cells by class
type / count / share of cell area, %
diodes: 1 / 0.004580
clock buffers: 124 / 5.251
clock inverters: 83 / 1.445
inverters: 2 / 0.01603
multi-input cells: 1354 / 30.01
flip-flops and latches: 1024 / 56.27
well taps: 1265 / 2.897
repair buffers: 239 / 4.103
## worst paths after layout
kind | start | endpoint | slack [ps] | depth (start not counted)
worst max-delay path | rs[4] | a[14] | 960 | 6
worst min-delay path | data_write[22] | gp_registers[16][22] | 1610 | 2
## worst max-delay path, cell delays in order
cell	delay (ps)
sky130_fd_sc_hd__buf_2	510
sky130_fd_sc_hd__or2_2	590
sky130_fd_sc_hd__or4_4	710
sky130_fd_sc_hd__o21ai_1	150
sky130_fd_sc_hd__a311oi_1	810
sky130_fd_sc_hd__clkdlybuf4s50_1	640
## where the power goes
part           leakage (nW)  internal (mW)  switching [mW]
combinational          6.80          0.497           0.670
clock                  1.80           3.29            2.27
sequential             9.25           6.47          0.0343
total                  17.8           10.3            2.97
## through the flow
stage               power (mW)  cell area, µm²  instances
finish                   13.23           54640       4092
detailed placement       7.782           50980       3884
global placement         7.770           50980       3884
global route             13.59           54640       4092
floorplan                7.272           48020       2595
CTS                      13.30           54640       4091
## logic make-up after synthesis
kind of cell | Yosys count
other | 1
muxes | 736
buffers and inverters | 217
AOI/OAI and AO/OA | 374
DFF | 1024
and+or+nand+nor | 212
## per-layer routing
layer | vias to the layer above | wire, µm | global-route usage, %
li1 | 11390 | - | -
met1 | 13980 | 45680 | 42.09
met2 | 2233 | 68270 | 48.62
met3 | 306 | 29230 | 29.83
met4 | 10 | 5116 | 8.654
met5 | - | 261 | 3.211
Power and IR drop assume default switching activity.
