==> /design/flow/design.v <==
module reg_id2exe(
    output reg s_b_out,
    output reg mem_write_out,
    output reg [1:0] s_data_write_out,
    output reg reg_write_out,
    output reg [31:0] npc_out,
    output reg [1:0] inst_type_out,
    output reg [4:0] rs_out,
    output reg [4:0] rt_out,
    output reg [31:0] ext_imm_out,
    output reg [4:0] shamt_out,
    output reg [3:0] alu_op_out,
    output reg [31:0] gpr_a_out,
    output reg [31:0] gpr_b_out,
    output reg [4:0] num_write_out,
    input s_b_in,
    input mem_write_in,
    input [1:0] s_data_write_in,
    input reg_write_in,
    input [31:0] npc_in,
    input [1:0] inst_type_in,
    input [4:0] rs_in,
    input [4:0] rt_in,
    input [31:0] ext_imm_in,
    input [4:0] shamt_in,
    input [3:0] alu_op_in,
    input [31:0] gpr_a_in,
    input [31:0] gpr_b_in,
    input [4:0] num_write_in,
    input clock,
    input reset,
    input flush);
    always @(posedge clock)
    begin
        if(!reset || flush)
        begin
            s_b_out <= 0;
            mem_write_out <= 0;
            s_data_write_out <= 0;
            reg_write_out <= 0;
            npc_out <= 0;
            inst_type_out <= 0;
            rs_out <= 0;
            rt_out <= 0;
            ext_imm_out <= 0;
            shamt_out <= 0;
            alu_op_out <= 0;
            gpr_a_out <= 0;
            gpr_b_out <= 0;
            num_write_out <= 0;
        end
        else
        begin
            s_b_out <= s_b_in;
            mem_write_out <= mem_write_in;
            s_data_write_out <= s_data_write_in;
            reg_write_out <= reg_write_in;
            npc_out <= npc_in;
            inst_type_out <= inst_type_in;
            rs_out <= rs_in;
            rt_out <= rt_in;
            ext_imm_out <= ext_imm_in;
            shamt_out <= shamt_in;
            alu_op_out <= alu_op_in;
            gpr_a_out <= gpr_a_in;
            gpr_b_out <= gpr_b_in;
            num_write_out <= num_write_in;
        end
    end
endmodule
==> /design/flow/config.mk <==
export PLATFORM = sky130hd
export DESIGN_NAME = reg_id2exe
export DESIGN_NICKNAME = reg_id2exe
export VERILOG_FILES = /design/flow/design.v
export SDC_FILE = /design/flow/constraint.sdc
export NUM_CORES = 4
export LEC_CHECK = 1
export CORE_AREA = 10 10 196 196
export DIE_AREA = 0 0 206 206
==> /design/flow/run.sh <==
#!/bin/bash
# OpenROAD 26Q1-2900-gdf79404cd8, Yosys 0.63+post, stock flow scripts
make -C /OpenROAD-flow-scripts/flow DESIGN_CONFIG=/design/flow/config.mk WORK_HOME=/design/flow/orfs finish
==> /design/flow/constraint.sdc <==
current_design reg_id2exe

set clk_period 1.0
set clk_io_pct 0.2

create_clock -name clk0 -period $clk_period [get_ports {clock}]

set non_clock_inputs [all_inputs -no_clocks]
set_input_delay [expr $clk_period * $clk_io_pct] -clock clk0 $non_clock_inputs
set_output_delay [expr $clk_period * $clk_io_pct] -clock clk0 [all_outputs]
==> impl_metrics.yaml <==
# implementation run metrics
clock_network:
  ctsHoldBuffers: 0
  tritoncts.num_buffers: 17
  clock_tree.htree_level_count: 4
  clock-sinks: 159
  tritoncts_clock_tree: "built"
  ctsLongestPathBuffers: 2
  cts_root_buffer: "clkbuf_16"
  clock_input_transition_at_the_sequential_cells_of_the_worst_setup_and_hold_paths_ns: 0.07
synth:
  yosysTopAreaCell: "dfxtp_1"
  postSynth.topFlopCell: "dfxtp_1"
  netlist_area_um2: 4832
  synth.yosys.num_cells: 352
  synthArstFlopShare_pct: 0
  synth_top_area_share_pct: 65.87
  syn-mean-instance-area_um2: 13.73
  ys_seq_elements: 159
  enable_flop_cells: 0
  synth_seq_share_pct: 65.87
  syn_inst: 352
  synthesis.yosys.warnings: 1
  yosys_area_um2: 4832
  synth.top_cells.by_area: "dfxtp_1 (66%), and3b_1 (27%), buf_6 (2.8%)"
  number_of_unique_standard_cell_types_used_by_synthesis: 7
  synthTopCellsByCount: "dfxtp_1 (159), and3b_1 (150), buf_2 (16)"
  synthMostInstantiatedCell: "dfxtp_1"
power_and_ir_drop:
  power_w: 0.01459
  power.switching_w: 0.003294
  pwr-share-comb_pct: 9.3
  leakage_nw: 4.303
  ir_worst_vdd_mv: 1.259
  powerDensity_nw_per_um2: 1726
  p_int_w: 0.01129
  power.share.clock_pct: 45.1
  switching_share_pct: 22.59
  p_seq_share_pct: 45.6
setup_path:
  cpPeakStageDelay_ns: 0.39
  critical-path-top-delay-family: "flip-flops"
  worstSetupPathType: "flip-flop to output pin"
  path_depth: 1
  critical_path.endpoint_type: "output pin"
  path_cells: "buf_6"
  timing.critical_path.required_ns: 0.80
  cell_with_the_biggest_individual_delay_on_the_critical_path: "dfxtp_4"
  critPathLaunchType: "flip-flop"
  crit_path_buffers_inverters: 1
  timing.critical_path.arrival_ns: 0.93
  crit_path_max_fanout: 1
run_status:
  violations: "setup timing"
  outcome: "finished, violations left"
timing:
  timing.fmax_mhz: 886.6
  maxSlewHeadroom_pct: 81.19
  final.period_utilization_pct: 112.8
  final.setup.worst_slack_ns: -0.1279
  finalHoldViolCount: 0
  fin_worst_hold_slack_ns: 0.1923
  rsz0062_at_grt: "true"
  report.final.setup_viol: 159
  timing.final.crit_period_ns: 1.128
  maxSlewViolCount: 0
  worstMarginPinSlew_ns: 0.2822
die:
  chip_area_um2: 42440
  fp.dieH_um: 206
  die_w_um: 206
  core_region_area_um2: 34370
  fp_util_pct: 14.06
  ioPinCount: 321
  rows: 68
job:
  maxCapViolCount: 0
  tool_warnings: 27
route:
  routed_wire_length_per_instance_um: 15.41
  viasPerCell: 3.329
  detail_route.first_pass.iterations: 4
  drt_iter0_markers: 72
  post-route-drc-count: 0
  num_vias: 3808
  count_of_nets_left_with_antenna_violations_after_detail_routing: 0
  postRouteWirelength_mm: 17.63
  antenna-diode-count: 0
placement:
  numPlacedInstances: 1112
  gpl.final_weighted_congestion: 0.7777
  post-place-ws_ns: -0.2087
  placement.cell_area_um2: 8584
  detailed_place_hpwl_mm: 13.60
  io_buffers: 320
grt:
  maximum_number_of_pins_on_one_net_before_global_route_repair: 72
  first_global_vias: 4016
  grt.total_usage_pct: 7.937
  gr-total-overflow: 0
  antenna_found_initial: 0
  grt_pass1_wl_mm: 25.31
layout:
  drive_above_1_share_pct: 36.28
  area_growth_syn_to_layout_pct: 74.88
  stdcell_count: 1144
  layout.area.seq_um2: 3223
  fillCellCount: 3647
  mi_logic_area_um2: 1404
  finalInstanceArea_um2: 8451
min_path:
  worst_hold_path.num_cells: 3
  hp-class: "primary input to flip-flop"
==> area by class of cell <==
class | count | share of cell area, %
Multi-Input combinational cell | 159 | 16.61
Sequential cell | 159 | 38.14
Clock buffer | 18 | 5.078
Timing Repair Buffer | 339 | 31.60
Clock inverter | 14 | 1.836
Tap cell | 455 | 6.737
==> logic make-up after synthesis <==
group	after synthesis	share of synthesized area, %
buffers and inverters	34	5.075
AND/OR/NAND/NOR	159	29.05
flip-flops	159	65.87
==> power groups by stage <==
stage	combinational [W]	clock [W]	sequential, W
after CTS	0.00139	0.00686	0.00665
final	0.00136	0.00658	0.00666
after global routing	0.00149	0.00710	0.00668
==> layout by cell type (no fill, tap or decap), drive strengths merged <==
master         count
dfxtp            159
buf              180
and3b            159
clkbuf            18
clkinvlp           2
clkdlybuf4s50    159
inv                5
bufinv             2
clkinv             5
==> final timing paths <==
kind | startpoint | end
hold / removal | reset | gpr_b_out[1]
setup / recovery | gpr_a_out[10] | gpr_a_out[10]
==> timing repair <==
action,in CTS,in global routing
setup buffers,0,0
resized,540,10
setup endpoints to repair,159,159
==> stage by stage <==
step | setup TNS (ns) | util [%]
floorplan | 0 | -
global placement | -0.8053 | 24.97
detailed placement | -0.7341 | 24.97
CTS | -12.76 | 24.53
global route | -14.60 | 24.59
finish | -5.485 | 24.59
==> sequential cells by signal, summed over array words and instances (netlist names) <==
name,count
ext_imm_out,32
s_b_out,1
s_data_write_out,2
shamt_out,5
gpr_b_out,32
npc_out,32
alu_op_out,4
reg_write_out,1
num_write_out,5
inst_type_out,2
gpr_a_out,32
mem_write_out,1
rs_out,5
rt_out,5
==> metal layers <==
| metal | part of all wire, % | up-vias | wire length [um] | global-route usage, % |
|---|---|---|---|---|
| li1 | - | 1856 | - | - |
| met1 | 41 | 1705 | 7228 | 9.775 |
| met2 | 41 | 230 | 7233 | 11.51 |
| met3 | 16 | 17 | 2817 | 5.216 |
| met4 | 2.0 | 0 | 351 | 1.512 |
| met5 | 0 | - | 0 | 0 |
Power and IR drop assume default switching activity.
